## flow/config.mk

```make
export PLATFORM = sky130hd
export DESIGN_NAME = FSM
export DESIGN_NICKNAME = FSM
export VERILOG_FILES = /design/flow/design.v
export SDC_FILE = /design/flow/constraint.sdc
export NUM_CORES = 4
export LEC_CHECK = 1
export CORE_AREA = 10 10 78 78
export DIE_AREA = 0 0 88 88
```

## flow/constraint.sdc

```tcl
current_design FSM

set clk_period 3.0
set clk_io_pct 0.2

create_clock -name clk0 -period $clk_period [get_ports {clock_i}]

set non_clock_inputs [all_inputs -no_clocks]
set_input_delay [expr $clk_period * $clk_io_pct] -clock clk0 $non_clock_inputs
set_output_delay [expr $clk_period * $clk_io_pct] -clock clk0 [all_outputs]
```

## flow/design.v

```verilog
import ascon_pack::*;
`timescale 1ns/1ps
module FSM (
    input logic clock_i, resetb_i,
    input logic start_i,
    input logic [3:0] round_i,
    input logic data_valid_i,
	output logic en_cipher_o,
	output logic en_tag_o,
    output logic en_xor_lsb_o,
    output logic en_xor_key_o,
    output logic en_xor_data_o,
    output logic en_xor_key_final_o,
    output logic en_cpt_perm_o, init_p6_o, init_p12_o, 
    output logic input_mode_o, en_reg_state_o,
	output logic cipher_valid_o,
	output logic sel_i,
    output logic end_o
);
	typedef enum {attente, conf_init, init_rd0, init_rd1_to_10, init_rd11,conf_data, data_rd0, data_rd1_to_4, data_rd5,
    conf_texte1, texte1_rd0, texte1_rd1_to_4, texte1_rd5,conf_texte2,texte2_rd0, texte2_rd1_to_4,texte2_rd5,conf_final, final_rd0, final_rd1_to_10, final_rd11,
	attente_texte1,attente_texte2,attente_data,attente_final, fin} state_t;
	state_t current_state, next_state;
	always_ff @( posedge clock_i or negedge resetb_i ) 
		begin : seq_o
			if (resetb_i == 1'b0)
				current_state <= attente;
			else current_state <= next_state;
		end : seq_o
	always_comb begin : comb_0
		case (current_state)
			attente:
				if (start_i == 1'b1) next_state = conf_init;
				else next_state = attente;
			conf_init:
			next_state = init_rd0;
			init_rd0:
			next_state = init_rd1_to_10;
			init_rd1_to_10:
				if (round_i == 10) next_state = init_rd11;
				else next_state = init_rd1_to_10; 
			init_rd11:
			next_state = attente_data;
            attente_data:
                if(data_valid_i == 1) next_state = conf_data;
				else next_state = attente_data;
            conf_data:
			next_state = data_rd0;
			data_rd0:
			next_state = data_rd1_to_4;
			data_rd1_to_4:
				if (round_i == 10) next_state = data_rd5;
				else next_state = data_rd1_to_4; 
			data_rd5:
			next_state = attente_texte1;
			attente_texte1:
                if(data_valid_i == 1) next_state = conf_texte1;
				else next_state = attente_texte1;
			conf_texte1:
			next_state = texte1_rd0;
			texte1_rd0:
			next_state = texte1_rd1_to_4;
			texte1_rd1_to_4:
				if (round_i == 10) next_state = texte1_rd5;
				else next_state = texte1_rd1_to_4; 
			texte1_rd5:
			next_state = attente_texte2;
			attente_texte2:
                if(data_valid_i == 1) next_state = conf_texte2;
				else next_state = attente_texte2;
			conf_texte2:
			next_state = texte2_rd0;
			texte2_rd0:
			next_state = texte2_rd1_to_4;
			texte2_rd1_to_4:
				if (round_i == 10) next_state = texte2_rd5;
				else next_state = texte2_rd1_to_4; 
			texte2_rd5:
			next_state = attente_final;
			attente_final:
                if(data_valid_i == 1) next_state = conf_final;
				else next_state = attente_final;
			conf_final:
			next_state = final_rd0;
			final_rd0:
			next_state = final_rd1_to_10;
			final_rd1_to_10:
				if (round_i == 10) next_state = final_rd11;
				else next_state = final_rd1_to_10; 
			final_rd11:
			next_state = fin;
			fin:
			next_state = attente;
			default: next_state = attente;
		endcase 
	end : comb_0
	always_comb begin : comb_1
		en_cpt_perm_o = 0;
        init_p6_o = 0;
        init_p12_o = 0;
		en_cipher_o = 0;
		en_tag_o = 0;
        input_mode_o = 0;
        en_reg_state_o = 0;
        en_xor_data_o = 0;
        en_xor_key_o = 0;
        en_xor_key_final_o = 0;
        en_xor_lsb_o = 0;
		cipher_valid_o = 0;
		sel_i = 1;
        end_o = 0;
		case (current_state)
			attente : begin
			end
			conf_init: begin
				sel_i = 0; 				 
				en_cpt_perm_o = 1;		 
				init_p12_o = 1;			 
			end
			init_rd0: begin
				sel_i = 0;
				en_reg_state_o = 1;
				en_cpt_perm_o = 1; 
			end
			init_rd1_to_10: begin
				en_reg_state_o = 1;
				input_mode_o = 1;
				en_cpt_perm_o = 1;
			end
			init_rd11: begin
				en_reg_state_o = 1;
				input_mode_o = 1;
				en_cpt_perm_o = 1;
				en_xor_key_o = 1;
			end
			attente_data: begin
				input_mode_o = 1;
			end
            conf_data: begin
				input_mode_o = 1;
				init_p6_o = 1;
				en_cpt_perm_o = 1;
			end
			data_rd0: begin
				input_mode_o = 1;
				en_reg_state_o = 1;
				en_cpt_perm_o = 1;
				en_xor_data_o = 1;
			end
			data_rd1_to_4: begin
				en_reg_state_o = 1;
				input_mode_o = 1;
				en_cpt_perm_o = 1; 
			end
			data_rd5: begin
				en_cpt_perm_o = 1;
				en_reg_state_o = 1;
				input_mode_o = 1;
				en_xor_lsb_o = 1;
			end
			attente_texte1: begin
				cipher_valid_o = 1;
				input_mode_o = 1;
			end
            conf_texte1: begin
				input_mode_o = 1;
				init_p6_o = 1;
				en_cpt_perm_o = 1;
			end
			texte1_rd0: begin
				input_mode_o = 1;
				en_reg_state_o = 1;
                en_xor_data_o = 1;
				en_cpt_perm_o = 1;
				en_cipher_o = 1;
			end
			texte1_rd1_to_4: begin
				en_reg_state_o = 1;
				input_mode_o = 1;
				en_cpt_perm_o = 1;
			end
			texte1_rd5: begin
				en_reg_state_o = 1;
				input_mode_o = 1;
				en_cpt_perm_o = 1;
			end
			attente_texte2: begin
				input_mode_o = 1;
			end
           conf_texte2: begin
				input_mode_o = 1;
				init_p6_o = 1;
				en_cpt_perm_o = 1;
			end
			texte2_rd0: begin
				input_mode_o = 1;
				en_reg_state_o = 1;
                en_xor_data_o = 1;
				en_cpt_perm_o = 1;
				en_cipher_o = 1;
			end
			texte2_rd1_to_4: begin
				en_reg_state_o = 1;
				input_mode_o = 1;
				en_cpt_perm_o = 1;
			end
			texte2_rd5: begin
				en_reg_state_o = 1;
				input_mode_o = 1;
				en_cpt_perm_o = 1;
			end
			attente_final: begin
				input_mode_o = 1;
				cipher_valid_o = 1;
			end
			conf_final: begin
				input_mode_o = 1;
				en_cpt_perm_o = 1;
				init_p12_o = 1;
			end
			final_rd0: begin
				input_mode_o = 1;
				en_reg_state_o = 1;
				en_xor_data_o = 1;
				en_xor_key_final_o = 1;
				en_cpt_perm_o = 1;
				en_cipher_o = 1;
			end
			final_rd1_to_10: begin
				en_reg_state_o = 1;
				input_mode_o = 1;
				en_cpt_perm_o = 1;
			end
			final_rd11: begin
				en_reg_state_o = 1;
				input_mode_o = 1;
				en_cpt_perm_o = 1;
				en_xor_key_o = 1;
				en_tag_o = 1;
			end
			fin : begin
				end_o = 1;
			end
		endcase
	end : comb_1
endmodule : FSM
```

## flow/run.sh

```bash
#!/bin/bash
# OpenROAD 26Q1-2900-gdf79404cd8, Yosys 0.63+post, stock flow scripts
make -C /OpenROAD-flow-scripts/flow DESIGN_CONFIG=/design/flow/config.mk WORK_HOME=/design/flow/orfs finish
```

==> qor.csv <==
metric,value,unit
status,"finished, final reports clean",
Tmin final,2.71,ns
Reg with most FFs,current_state,
Seq pwr share,16.9,%
flip-flops with a built-in enable,0,
number of max-cap violations,0,
top_reg_cell synth,dfrtp_1,
Worst path slowest cell,clkdlybuf4s50_1,
H-tree Lvls,1,
Setup CP Type,reg2out,
Critical Path Fanout Max,13,
Worst Path Arrival,2.11,ns
final setup vio count,0,
Sw Share,44.8,%
Core Region,4410,um^2
clock buffer depth,2,
Max IR drop VDD,215,uV
HP Class,in2async,
Vias,807,
Top Layout Cells,"21 x clkdlybuf4s50_1, 9 x nor2_1, 6 x nor3_1",
CP max stage delay,0.48,ns
Init Core Util,17.3,%
Placer Congestion,0.863,
FF-to-FF Start,current_state[0],
CP Capture Type,output pin,
synthesized area per cell,7.57,um^2
Final Max Tran Viols,0,
die area,7740,um^2
vias per cell,4.72,
unrepaired setup endpoints after global routing,false,
Setup Skew,0.00207,ns
CP Buf/Inv Count,3,
fin area,1050,um^2
Fin Setup TNS,0,ns
clk latency late pin,0.22,ns
CP Cell Sequence,inv_1 -> ha_2 -> inv_1 -> o21ai_0 -> a2bb2oi_1 -> clkdlybuf4s50_1,
top flop regs,current_state (5),
I/O pin total,22,
CP required,2.40,ns
Worst slew margin,65.9,%
Flop area,125,um^2
WP depth,6,
post-layout util,23.7,%
leakage dissipation,0.400,nW
CP most frequent cell,inv_1,
Routed Antenna Nets,0,
dominant logic cell type in the layout,clkdlybuf4s50_1,
path depth of the worst reg2reg path,6,
total wire length,2320,um
switching power total,0.427,mW
yosys warns,2,
CTS buffer count,3,
clock sinks,5,
part of the cycle the worst path needs,90.3,%
Die Wd,88,um
"delay-heaviest family, CP",buffers and inverters,
CTS tree,yes,
post-CTS sizing,0,
num rows,24,
Filler cells,484,
final hold viol count,0,
drt wl/cell,13.5,um
Fmax,369,MHz
global-route wire length before repair,3800,um
vias in the first global route,780,
#FFs+latches synth,5,
Starting DRT DRC Count,122,
post-place instance area,998,um^2
area of the mapped netlist,764,um^2
"CTS clk-pin slew, worst paths",0.03,ns
Least-Margin Pin Slew,0.511,ns
initial antenna violation count,0,
# hold bufs at CTS,0,
postcts setup bufs,0,
Yosys cell types,43,
Yosys Chip Area,764,um^2
Async SR Flop Fraction,100,%
GRT Total Usage,5.86,%
combinational share of power,70.5,%
Clk pwr share,12.6,%
ANT cells,0,
RR Endpoint,current_state[3],
number of flip-flops in the largest register,5,
root buf cell,clkbuf_8,
hpwl dp,1750,um
ys cells,101,
GRT overflow,0,
cells after synthesis,101,
Area Growth Syn to Fin,36.8,%
Logic cell area,563,um^2
drt drc,0,
crit start category,flip-flop,
OpenROAD warning count,29,
IO Port Bufs,21,
internal power,0.527,mW
Reg2Reg Setup Slack,1.18,ns
Die Ht,88,um
Cell Pwr Density,911,nW/um^2
router iterations before antenna repair,4,
pin count of the biggest net entering global routing,18,
"Seq/Total Area, Yosys",16.4,%
layout cells sized above 1,7.56,%
## synth_stat cells (all sizes together) (2+ instances only)
cell	count	area, um^2
nor2	10	45.0
buf	9	56.3
inv	6	22.5
nor3	6	30.0
o21ai	6	30.0
a21oi	5	25.0
dfrtp	5	125
ha	5	62.6
a22oi	4	30.0
nand2	4	15.0
nand3	3	15.0
nand3b	3	22.5
nor2b	3	18.8
a21boi	2	15.0
a31oi	2	12.5
a32oi	2	17.5
and3	2	12.5
nor3b	2	15.0
o211ai	2	15.0
o21a	2	15.0
or3b	2	17.5
## stage by stage
step	cells	setup WS (ns)	hold WS, ns	power (mW)
after floorplan	101	1.14	0.304	0.601
after global placement	167	0.427	0.727	0.837
after detailed placement	167	0.372	0.726	0.834
after CTS	171	0.128	0.608	0.961
after global routing	171	0.113	0.630	1.06
final	171	0.290	0.606	0.953
## worst max path at each step
stage                     from           end
CTS           current_state[1]  input_mode_o
global route  current_state[1]  input_mode_o
finish        current_state[1]  input_mode_o
## routing by layer
metal	vias to the layer above	part of all wire (%)	GRT usage, %
met5	-	0	0
met4	0	0.52	0.870
met3	2	9.7	1.78
met2	25	39	8.27
met1	363	50	8.68
li1	417	-	-
## worst register-to-register path, stage by stage (launching register included)
cell	delay [ns]
dfrtp_1	0.40
inv_1	0.08
ha_1	0.35
nor2_4	0.20
inv_1	0.05
a32o_1	0.25
a221o_1	0.35
## kinds of logic (layout without fill, tap and decap cells)
kind of cell    after synthesis  after routing  synth area share (%)
compound gates               33             33                  30.6
buf+inv                      15             33                  10.3
fa+ha+maj                     5              5                  8.18
mux                           1              1                  1.31
simple gates                 42             42                  33.2
flops                         5              5                  16.4
## area by class of cell
type / count / share of cell area (%)
inverter: 6 / 2.15
timing repair buffer: 23 / 21.5
tap: 52 / 6.22
sequential: 5 / 12.0
clock buffer: 4 / 4.31
multi-input combinational: 81 / 53.8
## power by group through the flow
stage	clock [mW]	sequential [mW]	combinational [mW]
6_report	0.120	0.161	0.672
4_1_cts	0.125	0.160	0.676
5_1_grt	0.130	0.169	0.762
Power is estimated from default activity; no workload was simulated.
